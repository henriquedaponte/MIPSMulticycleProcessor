==> run.sh <==
#!/bin/bash
# OpenROAD 26Q1-2900-gdf79404cd8, Yosys 0.63+post, stock flow scripts
make -C /OpenROAD-flow-scripts/flow DESIGN_CONFIG=/design/flow/config.mk WORK_HOME=/design/flow/orfs finish
==> design.v <==
module ucsbece154a_rf (
    input               clk,
    input         [4:0] a1_i, a2_i, a3_i,
    output wire  [31:0] rd1_o, rd2_o,
    input               we3_i,
    input        [31:0] wd3_i
);
reg [31:0] MEM [0:31];
assign rd1_o = MEM[a1_i];
assign rd2_o = MEM[a2_i];
initial MEM[0] = 32'b0;
always @ (posedge clk) begin
    if (we3_i && (a3_i!=5'b0))
        MEM[a3_i] <= wd3_i;
end
endmodule
==> config.mk <==
export PLATFORM = sky130hd
export DESIGN_NAME = ucsbece154a_rf
export DESIGN_NICKNAME = ucsbece154a_rf
export VERILOG_FILES = /design/flow/design.v
export SDC_FILE = /design/flow/constraint.sdc
export NUM_CORES = 4
export LEC_CHECK = 1
export CORE_UTILIZATION = 30
export SYNTH_HDL_FRONTEND = slang
==> constraint.sdc <==
current_design ucsbece154a_rf

set clk_period 10.0
set clk_io_pct 0.2

create_clock -name clk0 -period $clk_period [get_ports {clk}]

set non_clock_inputs [all_inputs -no_clocks]
set_input_delay [expr $clk_period * $clk_io_pct] -clock clk0 $non_clock_inputs
set_output_delay [expr $clk_period * $clk_io_pct] -clock clk0 [all_outputs]
==> results.json <==
{
  "fp.coreArea_um2": 161000,
  "ys_area_um2": 48800,
  "cts_tree": "done",
  "slew_violations": 0,
  "grt_pass1_vias": 32400,
  "dp_hpwl_um": 85900,
  "antenna_found_initial": 16,
  "yosysWarnings": 0,
  "swShare": 0.236,
  "yosys.area_share.adder": 0,
  "status": "completed",
  "largest_reg_flops": 1024,
  "top_logic_kind": "multiplexers",
  "clockBufferDepth": 3,
  "fin_util": 0.347,
  "relSlewSlack": 0.283,
  "crit_path_max_incr_delay_ps": 920,
  "ys_sh_simple": 0.0471,
  "ys_ff": 1024,
  "top_regs": "MEM x1024",
  "tightest_slew_ps": 1070,
  "num_rows": 147,
  "p_sw_mw": 2.22,
  "powerDensity_nw_per_um2": 169,
  "worstPathCellList": "clkdlybuf4s50_1, nor2b_4, buf_4, a22o_1, nor3_1, a31oi_1, nand3_1, clkdlybuf4s50_1",
  "leakage_nw": 20.2,
  "holdCritPathClass": "in -> reg",
  "grt_use_met3": 0.141,
  "die_area_um2": 164000,
  "gr-total-overflow": 0,
  "fp-utilization": 0.303,
  "yosysTopAreaCell": "edfxtp_1",
  "viasPerCell": 5.37,
  "cts.sinks": 1024,
  "ios": 113,
  "clkPwrFrac": 0.395,
  "fin_crit_ps": 7420,
  "grt_use_met1": 0.231,
  "syn_to_final_growth_pct": 14.4,
  "grt_util_met2": 0.296,
  "fmaxAchievable_mhz": 135,
  "vias": 30900,
  "warnings": 26,
  "largest-register": "MEM",
  "arrival_ps": 5420,
  "die_y_um": 405,
  "top_usage_layer": "met2",
  "critPathMaxFanout": 23,
  "cts_buffers": 104,
  "clk_pin_slew_ps": 60,
  "grt_pass1_wl_um": 221000,
  "wl_per_cell_um": 27.0,
  "die-width_um": 405,
  "edf_count": 1024,
  "gp_congestion": 0.853,
  "io_buffers": 112,
  "ant_nets": 0,
  "synthTopCellsByCount": "edfxtp_1 (1,024), mux2i_1 (1,024), nand2_1 (195)",
  "fin_crit_sh": 0.742,
  "dr.pass1.iters": 5,
  "avgSynthCellArea_um2": 14.4,
  "seqPwrFrac": 0.511,
  "p_int_mw": 7.19,
  "max-vdd-ir-drop_uv": 127,
  "grt_max_degree": 85,
  "area_leaders": "edfxtp_1 (63%), mux2i_1 (21%), a22oi_1 (3.0%)",
  "synthCells": 3386,
  "cap_viol_max_count": 0,
  "pre_cts_slack_ps": 2570,
  "path_common_cell": "clkdlybuf4s50_1",
  "synth_cell_types": 24,
  "ctsResizeCount": 0,
  "totalWireLength_um": 155000,
  "share_comb_of_total_power": 0.094,
  "finalWorstSetupSlack_ps": 2580,
  "hold-worst-slack_ps": 2100,
  "hold_viol_final": 0,
  "ys_cells": 3386,
  "layout-drive-gt1-share": 0.0882,
  "synthFlopType": "edfxtp_1",
  "setup_tns_ps": 0,
  "setup_viol": 0,
  "synth_top_area_share": 0.631,
  "netlist_area_um2": 48800,
  "rsz0062_at_grt": "no",
  "crit_slowest_cell": "nor2b_4",
  "path_class": "in -> out",
  "synthAoiAreaFrac": 0.0805,
  "ctsHoldBuffers": 0,
  "end_kind": "output port",
  "fill_cells": 15300,
  "clockRootBuffer": "clkbuf_16",
  "cts_setup_buffers": 0,
  "cp.required_ps": 8000,
  "drtIter0Drc": 1766,
  "startpoint_type": "input pin",
  "globalRouteTotalUtil": 0.198,
  "ys_sh_xor": 0,
  "postSynth.asyncResetShare": 0,
  "drc": 0,
  "cts.htree.levels": 3,
  "muxShareOfSynthArea": 0.210,
  "ys_seq_share": 0.631
}
==> cell usage in the layout, fill, tap and decap left out, drive strengths merged, types with 5 or more instances in the layout <==
cell           instances
a22oi                192
buf                  134
mux2i               1024
clkbuf               135
clkinv                42
clkdlybuf4s50        110
conb                  32
nand3b                 5
nand2                195
nor2                  34
edfxtp              1024
a21oi                192
a31oi                 64
nand3                194
nor3                  64
a22o                 128
bufinv                 6
==> stage by stage <==
stage	total power, mW	instances	area (um^2)
floorplan	5.40	3417	48900
global placement	5.78	5568	52600
detailed placement	5.79	5568	52600
CTS	9.47	5754	55800
global route	9.69	5756	55800
finish	9.42	5756	55800
==> path summary, 6_finish.rpt <==
kind,start,endpoint,cells past startpoint
min,wd3_i[4],MEM[30][4],2
max,a2_i[0],rd2_o[3],8
==> routing by layer <==
metal,part of all wire,wire length (um),vias up
met5,0.0020,309,-
met2,0.45,70300,1730
met1,0.35,55000,15300
met4,0.031,4850,32
met3,0.16,24900,279
li1,-,-,13600
==> power groups by stage <==
stage | registers (mW) | clock network, mW | logic (mW)
CTS | 4.81 | 3.78 | 0.886
global route | 4.82 | 3.93 | 0.944
finish | 4.81 | 3.72 | 0.886
==> critical path, delay by kind of cell <==
family          cells  cell delay [ps]
compound gates      2              610
simple gates        3             1210
buf+inv             3             1600
==> logic make-up (layout without fill, tap and decap cells) <==
| group | Yosys count | after routing |
|---|---|---|
| buf+inv | 253 | 430 |
| flops | 1024 | 1024 |
| compound gates | 576 | 576 |
| other cells | 1 | 34 |
| simple gates | 508 | 508 |
| mux | 1024 | 1024 |
==> area by class of cell <==
class | count | area (um^2) | share of cell area
clock inverter | 51 | 484 | 0.00868
clock buffer | 135 | 2720 | 0.0487
tap | 2160 | 2700 | 0.0484
timing repair buffer | 244 | 2250 | 0.0403
antenna | 2 | 5.00 | 0.0000897
sequential | 1024 | 30700 | 0.551
multi-input combinational | 2140 | 16900 | 0.303
Power is estimated from default activity; no workload was simulated.
