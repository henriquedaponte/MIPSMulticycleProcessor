===== flow/design.v =====
module ucsbece154a_alu (
    input        [31:0] a_i, b_i,
    input         [2:0] f_i,
    output reg   [31:0] y_o,
    output wire         zero_o
);
localparam   [31:0] pc_start = 32'h00400000;
localparam    [2:0] ALUOp_and = 3'b000;
localparam    [2:0] ALUOp_or  = 3'b001;
localparam    [2:0] ALUOp_add = 3'b010;
localparam    [2:0] ALUOp_sub = 3'b110;
localparam    [2:0] ALUOp_slt = 3'b111;
localparam    [2:0] ALUOp_lu = 3'b011;
localparam    [1:0] PCSrc_aluresult = 2'b00;
localparam    [1:0] PCSrc_aluout = 2'b01;
localparam    [1:0] PCSrc_jump = 2'b10;
localparam          ALUSrcA_pc = 1'b0;
localparam          ALUSrcA_rf = 1'b1;
localparam    [1:0] ALUSrcB_rf = 2'b00;
localparam    [1:0] ALUSrcB_4 = 2'b01;
localparam    [1:0] ALUSrcB_immext = 2'b10;
localparam    [1:0] ALUSrcB_pcoffset = 2'b11;
localparam          RegDst_I = 1'b0;
localparam          RegDst_R = 1'b1;
localparam          IorD_I = 1'b0;
localparam          IorD_D = 1'b1;
localparam    [3:0] state_Fetch = 4'd0;
localparam    [3:0] state_Decode = 4'd1;
localparam    [3:0] state_MemAdr = 4'd2;
localparam    [3:0] state_MemRd = 4'd3;
localparam    [3:0] state_MemWB = 4'd4;
localparam    [3:0] state_MemWr = 4'd5;
localparam    [3:0] state_RtypeEx = 4'd6;
localparam    [3:0] state_RtypeWB = 4'd7;
localparam    [3:0] state_BeqEx = 4'd8;
localparam    [3:0] state_ItypeEx = 4'd9;
localparam    [3:0] state_ItypeWB = 4'd10;
localparam    [3:0] state_JEx = 4'd11;
localparam    [5:0] instr_Rtype_op = 6'h00;
localparam    [5:0] instr_j_op = 6'h02;
localparam    [5:0] instr_beq_op = 6'h04;
localparam    [5:0] instr_addi_op = 6'h08;
localparam    [5:0] instr_lw_op = 6'h23;
localparam    [5:0] instr_sw_op = 6'h2b;
localparam    [5:0] instr_ori_op = 6'h0d;
localparam    [5:0] instr_lui_op = 6'h0f;
localparam    [5:0] instr_add_funct = 6'h20;
localparam    [5:0] instr_sub_funct = 6'h22;
localparam    [5:0] instr_and_funct = 6'h24;
localparam    [5:0] instr_or_funct = 6'h25;
localparam    [5:0] instr_slt_funct = 6'h2a;
always @ * begin
    case (f_i)
        ALUOp_and: y_o = a_i & b_i;
        ALUOp_or: y_o = a_i | b_i;
        ALUOp_add: y_o = a_i + b_i;
        ALUOp_sub: y_o = a_i - b_i;
        ALUOp_slt: y_o = {31'b0, ($signed(a_i)<$signed(b_i))};
        ALUOp_lu: y_o = {b_i[15:0], 16'b0};
        default: y_o = {32{1'bx}};
    endcase
end
assign zero_o = (y_o == 32'b0);
endmodule

===== flow/run.sh =====
#!/bin/bash
# OpenROAD 26Q1-2900-gdf79404cd8, Yosys 0.63+post, stock flow scripts
make -C /OpenROAD-flow-scripts/flow DESIGN_CONFIG=/design/flow/config.mk WORK_HOME=/design/flow/orfs finish

===== flow/config.mk =====
export PLATFORM = sky130hd
export DESIGN_NAME = ucsbece154a_alu
export DESIGN_NICKNAME = ucsbece154a_alu
export VERILOG_FILES = /design/flow/design.v
export SDC_FILE = /design/flow/constraint.sdc
export NUM_CORES = 4
export LEC_CHECK = 1
export CORE_UTILIZATION = 30
export SYNTH_HDL_FRONTEND = slang

===== flow/constraint.sdc =====
current_design ucsbece154a_alu

set clk_period 15.0
set clk_io_pct 0.2

create_clock -name clk0 -period $clk_period

set non_clock_inputs [all_inputs -no_clocks]
set_input_delay [expr $clk_period * $clk_io_pct] -clock clk0 $non_clock_inputs
set_output_delay [expr $clk_period * $clk_io_pct] -clock clk0 [all_outputs]

==> results.toml <==
# yosys + openroad results
[worst_hold_path]
worstHoldStart = "b_i[31]"
hold_path_class = "input port to output port"

[final_layout]
n_clock_buffer = 0
fill_cells = 2042
synthToLayoutAreaGrowth_pct = 20.8
drive_above_1_share = 0.0424
comb_area_mm2 = 0.00520
seq_cells = 0
final_util = 0.371
fin_area_mm2 = 0.00699
seq_area_um2 = 0

[power]
peakVddDrop_v = 0.0000149
leakagePower_nw = 3.08
pwr_density_cell_mw_per_mm2 = 38.9

[drt]
drcViolationCount = 0
dr.pass1.iters = 6
ant_nets = 0
num_vias = 7124
vias_per_cell = 5.81
routedWlPerCell_um = 20.8
diodes = 0
drt-initial-drc-count = 783
drt_wl_total_mm = 25.5

[run]
drv_cap = 0
tool_warnings = 101

[sta]
rsz0062_at_grt = "false"
slew_violations = 0
tightest_slew_ps = 860
setup_viol = 0
finalHoldViolations = 0
fmax_mhz = 87.8
setup_tns_ps = 0
period_needed_ps = 11390
slew_headroom = 0.421
setup_slack_ps = 3610
finalCritPeriodShare = 0.759

[placed_design]
preCtsSetupSlack_ps = 3780
placed_area_mm2 = 0.00699
globalplace.congestion = 1.01
dp_hpwl_mm = 20.3
port_buffers = 100

[die]
io_pins = 100
num_rows = 50
die-area_mm2 = 0.0198
core_area_mm2 = 0.0188
die_x_um = 141
initCoreUtil = 0.307
die.size.y_um = 141

[cts]
ctsResizeCount = 0
ctsHoldBuffers = 0
cts_setup_buffers = 0

[global_route]
overflow = 0
track_usage = 0.259
grt_max_degree = 48
grt_pass1_wl_mm = 38.8
antenna_found_initial = 0
grt_pass1_vias = 6570

[yosys]
syn_avg_cell_area_um2 = 6.40
synth_cell_types = 82
synth_area_mm2 = 0.00578
ys_warn_count = 0
syn_inst = 904
yosys_cells = 904
ys_seq_share = 0
ys_area_mm2 = 0.00578

[worst_setup_path]
crit_chain = "clkdlybuf4s50_1 > buf_4 > nand2b_1 > nand2_1 > buf_4 > o2111ai_1 > mux2i_1 > a211o_1 > nand4b_1 > or4_1 > or4_1 > nor4_2 > nand4b_1 > nor4_2 > clkdlybuf4s50_1"
startpoint = "f_i[2]"
max_stage_delay_ps = 640
slowest_stage = "nand2b_1"
path_max_fanout = 33
critPathKind = "input port to output port"
crit_arrival_ps = 8390
cp_data_required_time_ps = 12000
end_kind = "output port"
crit_path_start_kind = "input port"

[status]
status = "finished clean"
-- kinds of logic after synthesis --
group | synth area share
XOR/XNOR | 0.0240
buffers and inverters | 0.101
adder cells (fa/ha/maj) | 0.225
multiplexers | 0.0283
AND/OR/NAND/NOR | 0.260
AND-OR/OR-AND | 0.362
-- final cells by class --
cell class / instances / share of cell area
repair buffers: 112 / 0.156
multi-input cells: 756 / 0.745
well taps: 260 / 0.0466
inverters: 98 / 0.0527
-- where the power goes --
group          switching (mW)  internal (mW)  total [mW]
registers                   0              0           0
logic                   0.161          0.111       0.272
clock network               0              0           0
-- per-stage QoR --
stage,power [mW],hold WS (ps),instances
floorplan,0.160,6080,904
global placement,0.268,7210,1226
detailed placement,0.265,7210,1226
CTS,0.267,7210,1226
global route,0.294,7290,1226
finish,0.272,7190,1226
-- routing by layer --
metal  track usage  vias to the layer above  routed length (um)  share of wire
met1         0.367                     3306               11300           0.44
met5             0                        -                   0              0
li1              -                     3401                   -              -
met2         0.411                      346               11300           0.44
met4         0.101                        0                1160          0.046
met3        0.0180                       71                1750          0.069
-- critical path: cells and delay by family --
| kind | cells | cell delay [ps] |
|---|---|---|
| buf+inv | 4 | 1720 |
| compound gates | 2 | 510 |
| simple gates | 8 | 3030 |
| mux | 1 | 100 |
-- Yosys cell counts (all sizes together) (3+ instances only) --
| cell | number | area (um2) |
|---|---|---|
| or2 | 7 | 43.8 |
| xnor2 | 13 | 121 |
| nand2 | 69 | 259 |
| and3 | 8 | 50.1 |
| nand3 | 18 | 90.1 |
| o211a | 4 | 40.0 |
| o2111ai | 5 | 43.8 |
| nor3 | 18 | 90.1 |
| o31a | 7 | 61.3 |
| o221ai | 8 | 70.1 |
| nor4 | 24 | 163 |
| nand2b | 11 | 68.8 |
| nor2 | 100 | 378 |
| o22ai | 12 | 75.1 |
| a311oi | 3 | 26.3 |
| nor2b | 16 | 100 |
| mux2i | 13 | 130 |
| a211o | 3 | 26.3 |
| inv | 97 | 364 |
| or3 | 8 | 50.1 |
| a21oi | 98 | 490 |
| o211ai | 16 | 120 |
| a2111oi | 4 | 42.5 |
| o22a | 4 | 35.0 |
| clkbuf | 32 | 120 |
| ha | 101 | 1260 |
| o21ai | 54 | 274 |
| o21bai | 9 | 67.6 |
| a21o | 11 | 82.6 |
| buf | 18 | 96.3 |
| o311ai | 3 | 26.3 |
| o21a | 3 | 22.5 |
| a221oi | 7 | 61.3 |
| or4 | 5 | 38.8 |
| a211oi | 17 | 133 |
| and2 | 5 | 31.3 |
| o21ba | 3 | 30.0 |
| mux2 | 3 | 33.8 |
| a31oi | 13 | 96.3 |
| nand4 | 9 | 56.3 |
| o31ai | 10 | 75.1 |
-- worst paths after layout --
path,cells after the start,end
max,15,zero_o
min,5,y_o[31]
-- cells in the final DEF, fill, tap and decap left out, drive strengths merged, types with 9 or more instances in the layout --
cell           Yosys  final
nand2b            11     11
a31oi             13     13
a21o              11     11
nand2             69     69
nor4              24     24
o31ai             10     10
clkdlybuf4s50      0    100
o21ai             54     54
o21bai             9      9
mux2i             13     13
nand4              9      9
inv               97     97
xnor2             13     13
ha               101    101
nand3             18     18
nor3              18     18
a21oi             98     98
nor2b             16     16
nor2             100    100
o211ai            16     16
a211oi            17     17
buf               18     12
o22ai             12     12
Power is estimated from default activity; no workload was simulated.
